## ./run.sh

```bash
#!/bin/bash
# OpenROAD 26Q1-2900-gdf79404cd8, Yosys 0.63+post, stock flow scripts
make -C /OpenROAD-flow-scripts/flow DESIGN_CONFIG=/design/flow/config.mk WORK_HOME=/design/flow/orfs finish
```

## ./config.mk

```make
export PLATFORM = sky130hd
export DESIGN_NAME = LASER
export DESIGN_NICKNAME = LASER
export VERILOG_FILES = /design/flow/design.v
export SDC_FILE = /design/flow/constraint.sdc
export NUM_CORES = 4
export LEC_CHECK = 1
export CORE_UTILIZATION = 50
```

## ./constraint.sdc

```tcl
current_design LASER

set clk_period 8.1
set clk_io_pct 0.2

create_clock -name clk0 -period $clk_period [get_ports {CLK}]

set non_clock_inputs [all_inputs -no_clocks]
set_input_delay [expr $clk_period * $clk_io_pct] -clock clk0 $non_clock_inputs
set_output_delay [expr $clk_period * $clk_io_pct] -clock clk0 [all_outputs]
```

## ./design.v

```verilog
module LASER (
input CLK,
input RST,
input [3:0] X,
input [3:0] Y,
output reg [3:0] C1X,
output reg [3:0] C1Y,
output reg [3:0] C2X,
output reg [3:0] C2Y,
output reg DONE);
parameter LFSR_WIDTH = 10;
parameter [LFSR_WIDTH-1:0] threshold = 10'd150;
reg [LFSR_WIDTH-1:0] q;  
wire feedback;  
assign feedback = q[9] ^ q[6];
always @(posedge CLK) begin
    if (RST)
        q <= 10'h1;  
    else
        q <= {q[LFSR_WIDTH-2:0], feedback};  
end
wire [3:0] step;
assign step = (q[5])? 4'b0001: 4'b0010;   
reg [1:0] current_state;
reg [1:0] next_state;
parameter  INIT = 0;
parameter READ = 1;
parameter WALK = 2;
parameter OUTPUT = 3;
reg [5:0] cover_prev;  
reg [5:0] cover_current;  
reg [5:0] cover_max;  
reg [5:0] cnt;  
reg [3:0] corX [39:0];  
reg [3:0] corY [39:0];
reg [3:0] x1, y1, x2, y2;  
reg [3:0] tmpX1, tmpY1, tmpX2, tmpY2; 
reg [3:0] dx1, dy1, dx2, dy2;
reg [19:0] round;  
parameter MAX_ROUND = 20'd100000;
always @(posedge CLK) begin
  if (current_state == INIT) begin
    corX[cnt] <= X;
    corY[cnt] <= Y;
  end
  if (current_state == READ || next_state == READ) begin
    corX[cnt] <= X;
    corY[cnt] <= Y;
  end
end
always @(*) begin
  if (cnt == 6'd40 || next_state == READ || RST) begin
    dx1 = 4'd0; dy1 = 4'd0;
    dx2 = 4'd0; dy2 = 4'd0;
  end
  else if (next_state == WALK) begin
    dx1 = (tmpX1 > corX[cnt])? tmpX1 - corX[cnt] : corX[cnt] - tmpX1;
    dy1 = (tmpY1 > corY[cnt])? tmpY1 - corY[cnt] : corY[cnt] - tmpY1;
    dx2 = (tmpX2 > corX[cnt])? tmpX2 - corX[cnt] : corX[cnt] - tmpX2;
    dy2 = (tmpY2 > corY[cnt])? tmpY2 - corY[cnt] : corY[cnt] - tmpY2;
  end
  else begin
    dx1 = 4'd0; dy1 = 4'd0;
    dx2 = 4'd0; dy2 = 4'd0;
  end
end
always @(posedge CLK or posedge RST) begin
  if (RST)
    current_state <= INIT;
  else
    current_state <= next_state;
end
always @(*) begin
  case (current_state)
    INIT:
      next_state = (RST)? INIT: READ;
    READ:
      next_state = (cnt == 6'd39)? WALK: READ;
    WALK:  
      next_state = (round == MAX_ROUND)? OUTPUT: WALK;
    OUTPUT:
      next_state = INIT;
    default:
      next_state = INIT;
  endcase
end
always @(posedge CLK) begin
  if (RST)
    round <= 0;
  else if (current_state == OUTPUT)
    round <= 0;
  else if (current_state == WALK) begin
    if (cnt == 6'd40)
      round <= round + 1;
  end
end
always @(posedge CLK) begin
  if (RST) begin
    tmpX2 <= 4'd7; 
  end
  else if (current_state == OUTPUT) begin
    tmpX2 <= 4'd7;
  end
  else if (current_state == WALK) begin
    if (q[5]) tmpX2 <= (x2+step < 16)? x2+step : 15; 
    else      tmpX2 <= (x2 > step) ? x2-step : 0;  
  end
end
always @(posedge CLK) begin
  if (RST) begin
    tmpY2 <= 4'd7;
  end
  else if (current_state == OUTPUT) begin
    tmpY2 <= 4'd7;
  end
  else if (current_state == WALK) begin
    if (q[9]) tmpY2 <= (y2+step < 16)? y2+step : 15;
    else      tmpY2 <= (y2 > step)? y2-step : 0;  
  end
end
always @(posedge CLK) begin
  if (RST) begin
    tmpX1 <= 4'd7;
  end
  else if (current_state == OUTPUT) begin
    tmpX1 <= 4'd7;
  end
  else if (current_state == WALK) begin
    if (q[0]) tmpX1 <= (x1+step < 16)? x1+step : 15;  
    else      tmpX1 <= (x1 > step)? x1-step : 0; 
  end
end
always @(posedge CLK) begin
  if (RST) begin
    tmpY1 <= 4'd7;
  end
  else if (current_state == OUTPUT) begin
    tmpY1 <= 4'd7;
  end
  else if (current_state == WALK) begin
    if (q[3]) tmpY1 <= (y1+step < 16)? y1+step : 15; 
    else      tmpY1 <= (y1 > step)? y1-step : 0;  
  end
end
always @(posedge CLK) begin
  if (RST) begin
    x1 <= 4'd0; y1 <= 4'd0;
    x2 <= 4'd8; y2 <= 4'd8;
  end
  else if (current_state == OUTPUT) begin
    x1 <= 4'd0; y1 <= 4'd0;
    x2 <= 4'd8; y2 <= 4'd8;
  end
  else if (current_state == WALK) begin
    if (cnt == 6'd40) begin      
      if(cover_current > cover_prev) begin
        x1 <= tmpX1; y1 <= tmpY1;
        x2 <= tmpX2; y2 <= tmpY2;
      end
      else begin  
        if (q < threshold) begin  
          x1 <= tmpX1; y1 <= tmpY1;
          x2 <= tmpX2; y2 <= tmpY2;
        end
      end
    end
  end
end
always @(posedge CLK) begin
  if (RST)
    cover_prev <= 6'd0;
  else if (current_state == OUTPUT)
    cover_prev <= 6'd0;
  else if (current_state == WALK) begin
    if(cnt == 6'd40) begin  
      if(cover_current > cover_prev)
        cover_prev <= cover_current;
      else begin  
        if (q < threshold)   
          cover_prev <= cover_current;
      end
    end
  end
end
always @(posedge CLK) begin
  if(RST)
    cover_current <= 6'd0;
  else if(next_state == OUTPUT)   
    cover_current <= 6'd0;
  else if(current_state == WALK) begin
    if(cnt > 0) begin
      if (cnt == 6'd40)
        cover_current <= 6'd0;
      else begin
        cover_current <= cover_current +
        ((dx1 + dy1 <= 4) || (dx1 == 3 && dy1 == 2) || (dx1 == 2 && dy1 == 3) ||
         (dx2 + dy2 <= 4) || (dx2 == 3 && dy2 == 2) || (dx2 == 2 && dy2 == 3));        
      end
    end
    else 
      cover_current <= 6'd0;
  end
  else
    cover_current <= 6'd0;
end
always @(posedge CLK) begin
  if(RST)
    cover_max <= 6'd0;
  else if(current_state == WALK) begin
    if(cnt == 6'd40) begin  
      if(cover_current > cover_max)
        cover_max <= cover_current;
    end
  end
  else if(current_state == OUTPUT)
    cover_max <= 0;
  else
    cover_max <= 0;
end
always @(posedge CLK) begin
  if (RST)
    cnt <= 0;
  else if (current_state == OUTPUT || next_state == OUTPUT)
    cnt <= 0;
  else if (next_state == READ)  
    cnt <= cnt + 1;
  else if (current_state == WALK) begin
      cnt <= (cnt == 6'd40)? 0: cnt+1;
  end
  else
    cnt <= 0;
end
always @(posedge CLK) begin
  if (RST) begin
    C1X <= 4'd7; C1Y <= 4'd7;
    C2X <= 4'd7; C2Y <= 4'd7;
  end
  else if (current_state == WALK) begin
    if(cnt == 6'd40) begin
      if(cover_current > cover_max) begin
        C1X <= tmpX1; C1Y <= tmpY1;
        C2X <= tmpX2; C2Y <= tmpY2;
      end
    end
  end
end
always @(posedge CLK) begin
  if(RST)
    DONE <= 1'b0;
  else if (next_state == OUTPUT)
    DONE <= 1'b1;
  else
    DONE <= 1'b0;
end
endmodule
```

==> Slide: Implementation Results <==
Run Summary

Timing
  • Fin. Hold Viols: 0
  • Setup TNS: 0 ps
  • Setup ws final: 1286 ps
  • RSZ-0062 raised after global routing: false
  • Final Skew: 14.33 ps
  • Min Clock Period, post-route: 6814 ps
  • Slew Viols, Final: 0
  • Tcrit/Tclk final: 84.13%
  • Fmax achieved: 146.8 MHz
  • Max transition margin: 32.77%
  • # setup viols final: 0
  • Worst-Margin Slew: 1005 ps

Run status
  • Outcome: finished clean

Yosys
  • Leading area contributor after synthesis: edfxtp_1
  • Cell total in the yosys stat output: 1535
  • Yosys top cell by instances: edfxtp_1
  • Chip area estimate from yosys synthesis: 0.01930 sq mm
  • Synth Flop Type: edfxtp_1
  • MUX share of area: 4.091%
  • Yosys warns: 1
  • Syn Std Cell Area: 0.01930 sq mm
  • Number of enable flip-flop cells: 320
  • Unique cell types: 79
  • Top logic family: AND-OR/OR-AND gates
  • Compound-Gate Fraction of Synth Area: 13.12%
  • Adder Area Share: 6.405%
  • Yosys xor share: 1.498%
  • Register share after synthesis: 61.00%
  • Post-synth regs: 427
  • Post-synth top cells: edfxtp_1 (320), nor2_1 (128), dfxtp_1 (103)
  • Synth top area share: 49.79%
  • Syn Inst Count: 1535
  • Syn avg cell area: 12.57 sq um
  • Top area cell types: edfxtp_1 (50%), dfxtp_1 (11%), ha_1 (4.5%)
  • Simple share: 10.50%
  • Post-synthesis async set-or-reset flop share: 0.9368%

Floorplanning
  • Die height: 198.5 um
  • Placeable core area: 0.03784 sq mm
  • DIE WIDTH: 198.5 um
  • IO Pins: 27
  • Std-Cell Rows: 71
  • Die area: 0.03939 sq mm
  • Core Util at FP: 51.00%

Drt
  • Antenna Violating Nets Remaining: 0
  • WL/cell: 22.37 um
  • Iter 0 DRT Violations: 750
  • Via density: 5.951
  • DRT Wirelength: 47690 um
  • Drc violations: 0
  • Drt first pass iters: 5
  • Vias: 12687

Power
  • Power per cell area: 202.8 mW/mm^2
  • Switch share: 19.84%
  • Final Total Pwr: 4.417 mW
  • Static Leak: 7.499 nW
  • Clock share of power: 45.7%
  • Comb power frac: 1.1%
  • Internal: 3.541 mW
  • Sequential share of power: 53.2%
  • Net Switching: 876.1 uW
  • Worst vdd ir: 0.0002021 V

Setup path
  • Slowest CP cell: dfxtp_2
  • Critical Path Source Type: register
  • Slowest stage delay, CP: 820 ps
  • Cell count of the worst reg-to-reg path: 27
  • WS Path Type: register to register
  • Worst Setup End Kind: register
  • Critical path arrival: 7250 ps
  • Critical Path RT: 8540 ps
  • Peak fanout along the critical path: 33

GRT
  • Vias in the first global route: 12612
  • Grt total ovfl: 0
  • Initial antenna violation count: 0
  • Largest net degree at the start of global routing: 41
  • Wire length of the first global-routing pass: 74210 um
  • Total GRT Usage: 27.37%

Placement
  • Pre-CTS setup slack: 1360 ps
  • Port bufs: 26
  • DPL Wire Length: 31770 um
  • RePlAce Congestion: 0.9459

Worst hold path
  • Worst hold path type: register to register
  • Hold Path Stages: 1

CTS
  • H-Tree Depth: 2
  • Clk ins delay skew pair: 570 ps
  • Post-CTS Hold Fix Bufs: 0
  • Clock Path Buffers: 3
  • Clock Sinks: 427
  • Post-CTS sizing: 0
  • TritonCTS clock tree: built
  • Clock-pin slew on the worst setup and hold paths: 60 ps
  • Cts bufs inserted: 45
  • Post-CTS setup buffer count: 0
  • CTS root buf: clkbuf_16

Final layout
  • Ratio of cells with drive above 1 in the final layout: 11.48%
  • Core Util, Final: 57.54%
  • Layout overhead on the synthesized area: 12.83%

Flow run
  • Max_cap viols: 0
  • Tool warning count: 47
-- stage by stage --
stage	hold WS, ps	cell area [sq um]	cells
after detailed placement	452.7	20320	2049
after floorplan	430.3	19300	1535
after global routing	485.2	21770	2131
after global placement	449.8	20320	2049
after CTS	466.4	21770	2131
final	468.4	21780	2132
-- worst max-delay path: cells and delay by family (launching register included) --
kind / cells / cell delay [ps]
compound gates: 10 / 2020
xor+xnor: 2 / 310
fa+ha+maj: 5 / 1560
buf+inv: 3 / 490
flops: 1 / 820
mux: 1 / 100
simple gates: 6 / 1360
-- layout by cell type, fill, tap and decap left out, drive strengths merged, types with 14 or more instances in the layout --
cell type      Yosys  layout
edfxtp           320     320
nor2             128     128
dfxtp            103     103
nand2             89      89
a22oi             83      83
inv               75      76
ha                70      70
o21ai             70      70
clkbuf            52      62
buf               30      59
a21oi             56      56
nand3             54      54
mux2i             35      35
o211ai            29      29
nor3              29      29
clkdlybuf4s50      0      26
nor2b             26      26
xnor2             20      20
fa                18      18
clkinv             0      15
nand2b            14      14
-- cell families (layout without fill, tap and decap cells) --
family                     after synthesis  in the layout
adders and majority gates               88             88
buffers and inverters                  157            242
other                                    0              1
DFF                                    427            427
muxes                                   61             61
AOI/OAI and AO/OA                      358            358
and+or+nand+nor                        411            411
xor gates and xnor gates                33             33
-- path summary, 6_finish.rpt --
path	slack [ps]	from	end
setup / recovery	1290	cnt[0]	cover_current[4]
hold / removal	470	q[2]	q[3]
max in group asynchronous	5870	RST	current_state[3]
setup reg to reg	1290	cnt[0]	cover_current[4]
min in group asynchronous	1750	RST	current_state[1]
hold reg to reg	470	q[2]	q[3]
-- area by class of cell --
class	instances	area [sq um]
Sequential cell	427	11780
Clock buffer	62	1296
Tap cell	511	639.4
Multi-Input combinational cell	951	6919
Timing Repair Buffer	85	703.2
Antenna cell	1	2.502
Fill cell	3030	16070
Inverter	75	281.5
Clock inverter	20	157.7
-- state kept, by name, summed over array words and instances (netlist names), 6 cells and up --
name,flops
cnt,6
cover_current,6
q,10
cover_max,6
round,20
corY,160
corX,160
cover_prev,6
-- power groups by stage --
| stage | Clock (mW) | Combinational (mW) | Sequential, mW |
|---|---|---|---|
| CTS | 2.06 | 0.0493 | 2.35 |
| finish | 2.02 | 0.0489 | 2.35 |
| global route | 2.14 | 0.0538 | 2.35 |
-- routing by layer --
metal	global-route usage [%]	vias up	part of all wire, %
li1	-	5924	-
met1	43.73	6163	43
met4	4.758	2	2.0
met2	38.77	525	45
met5	1.149	-	0.12
met3	11.61	73	10
Power and IR drop assume default switching activity.
